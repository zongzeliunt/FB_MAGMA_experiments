## constraint.sdc

```tcl
current_design Register_has_ce_True_has_reset_True_has_async_reset_False_has_async_resetn_False_type_Bits_n_32_unq1

set clk_period 1.5
set clk_io_pct 0.2

create_clock -name clk0 -period $clk_period [get_ports {CLK}]

set non_clock_inputs [all_inputs -no_clocks]
set_input_delay [expr $clk_period * $clk_io_pct] -clock clk0 $non_clock_inputs
set_output_delay [expr $clk_period * $clk_io_pct] -clock clk0 [all_outputs]
```

## run.sh

```bash
#!/bin/bash
# OpenROAD 26Q1-2900-gdf79404cd8, Yosys 0.63+post, stock flow scripts
make -C /OpenROAD-flow-scripts/flow DESIGN_CONFIG=/design/flow/config.mk WORK_HOME=/design/flow/orfs finish
```

## config.mk

```make
export PLATFORM = sky130hd
export DESIGN_NAME = Register_has_ce_True_has_reset_True_has_async_reset_False_has_async_resetn_False_type_Bits_n_32_unq1
export DESIGN_NICKNAME = Register_has_ce_True_has_reset_True_has_async_reset_False_has_async_resetn_False_type_Bits_n_32_unq1
export VERILOG_FILES = /design/flow/design.v
export SDC_FILE = /design/flow/constraint.sdc
export NUM_CORES = 4
export LEC_CHECK = 1
export CORE_UTILIZATION = 30
```

## design.v

```verilog
module coreir_eq #(
    parameter width = 1
) (
    input [width-1:0] in0,
    input [width-1:0] in1,
    output out
);
  assign out = in0 == in1;
endmodule
module coreir_const #(
    parameter width = 1,
    parameter value = 1
) (
    output [width-1:0] out
);
  assign out = value;
endmodule
module corebit_or (
    input in0,
    input in1,
    output out
);
  assign out = in0 | in1;
endmodule
module corebit_not (
    input in,
    output out
);
  assign out = ~in;
endmodule
module corebit_and (
    input in0,
    input in1,
    output out
);
  assign out = in0 & in1;
endmodule
module coreir_reg #(
    parameter width = 1,
    parameter clk_posedge = 1,
    parameter init = 1
) (
    input clk,
    input [width-1:0] in,
    output [width-1:0] out
);
  reg [width-1:0] outReg=init;
  wire real_clk;
  assign real_clk = clk_posedge ? clk : ~clk;
  always @(posedge real_clk) begin
    outReg <= in;
  end
  assign out = outReg;
endmodule
module coreir_term #(
    parameter width = 1
) (
    input [width-1:0] in
);
endmodule
module corebit_undriven (
    output out
);
endmodule
module corebit_term (
    input in
);
endmodule
module Mux2xOutBits32 (
    input [31:0] I0,
    input [31:0] I1,
    input S,
    output [31:0] O
);
wire [31:0] coreir_commonlib_mux2x32_inst0_out;
commonlib_muxn__N2__width32 coreir_commonlib_mux2x32_inst0 (
    .in_data_0(I0),
    .in_data_1(I1),
    .in_sel(S),
    .out(coreir_commonlib_mux2x32_inst0_out)
);
assign O = coreir_commonlib_mux2x32_inst0_out;
endmodule
module commonlib_muxn__N2__width32 (
    input [31:0] in_data_0,
    input [31:0] in_data_1,
    input [0:0] in_sel,
    output [31:0] out
);
wire [31:0] _join_out;
coreir_mux #(
    .width(32)
) _join (
    .in0(in_data_0),
    .in1(in_data_1),
    .sel(in_sel[0]),
    .out(_join_out)
);
assign out = _join_out;
endmodule
module coreir_mux #(
    parameter width = 1
) (
    input [width-1:0] in0,
    input [width-1:0] in1,
    input sel,
    output [width-1:0] out
);
  assign out = sel ? in1 : in0;
endmodule
module Register_has_ce_True_has_reset_True_has_async_reset_False_has_async_resetn_False_type_Bits_n_32_unq1 (
    input [31:0] I,
    output [31:0] O,
    input CLK,
    input CE,
    input RESET
);
wire [31:0] Mux2xOutBits32_inst0_O;
wire [31:0] const_24_32_out;
wire [31:0] enable_mux_O;
wire [31:0] value_out;
Mux2xOutBits32 Mux2xOutBits32_inst0 (
    .I0(enable_mux_O),
    .I1(const_24_32_out),
    .S(RESET),
    .O(Mux2xOutBits32_inst0_O)
);
coreir_const #(
    .value('h00000018),
    .width(32)
) const_24_32 (
    .out(const_24_32_out)
);
Mux2xOutBits32 enable_mux (
    .I0(value_out),
    .I1(I),
    .S(CE),
    .O(enable_mux_O)
);
coreir_reg #(
    .clk_posedge(1'b1),
    .init('h00000018),
    .width(32)
) value (
    .clk(CLK),
    .in(Mux2xOutBits32_inst0_O),
    .out(value_out)
);
assign O = value_out;
endmodule
```

==> out/metrics.yaml <==
yosys:
  adder_share: 0
  synth_top_cell_by_area: "dfxtp_1"
  synthArstFlopShare: 0
  yosysWarnings: 1
  ys_seq_frac: 0.5488
  ys_sh_mux: 0.2572
  synth_top_area_share: 0.5488
  ys_top_logic_family: "multiplexers"
  aoi_share: 0.01501
  simple_gate_share: 0.1072
  common_cells: "32 x dfxtp_1, 30 x mux2i_1, 30 x nor2_1"
  synth_top_cell_by_count: "dfxtp_1"
  ff_type: "dfxtp_1"
  yosysCellCount: 103
  xor_share: 0
  synth_area_um2: 1167
  edf_count: 0
  synthCells: 103
  synth_cell_types: 9
  ys_area_um2: 1167
  ys.flops: 32
  synth_area_per_cell_um2: 11.33
  yosys-top-cells-area: "dfxtp_1 55%, mux2i_1 26%, nor2_1 9.6%, buf_12 5.1%, a211o_1 1.5%"
timing:
  slew_headroom: 0.8170
  fin_ws_ns: 0.1127
  fin_worst_skew_ns: 0
  layout_min_cycle_time_ns: 1.387
  tightest_slew_ns: 0.2745
  rsz0062_at_grt: "no"
  min_period_over_period: 0.9248
  final-max-slew-violation-count: 0
  holdWs_ns: 0.4727
  setup_viol_count_final: 0
  hold_viol: 0
  max_freq_ghz: 0.7208
  setup_tns_ns: 0
clock_tree:
  cts.sink_count: 32
  cts_root_buf: "clkbuf_8"
  clk_path_buf_depth: 2
  cts_buffers: 5
  hold_buffers: 0
  ctsResizeCount: 0
  post_cts_buffers: 0
  cts_tree: "built"
  clk_latency_ns: 0.27
  htree_levels: 2
  cts.clk_slew.worst_paths_ns: 0.06
global_routing:
  gr-total-overflow: 0
  grt_pass1_wl_um: 3939
  met3_usage: 0.05072
  grt_most_used_layer: "met1"
  grt_usage: 0.1239
  grt_max_degree: 19
  antenna_found_initial: 0
  grt.met1_usage: 0.1886
  globalRouteMet2Util: 0.1724
  grt_pass1_vias: 915
worst_setup_path:
  rr_worst_depth: 2
  crit_chain: "clkdlybuf4s50_1"
  slowest_stage: "clkdlybuf4s50_1"
  reg2reg_to: "value.outReg[4]$_SDFFE_PP1P_"
  critPathRequiredTime_ns: 1.20
  crit_family: "buffers and inverters"
  worst_setup_path_end_kind: "output pin"
  path_class: "flip-flop to output pin"
  arrival_ns: 1.09
  worst-path-max-fanout: 2
  crit_buf_inv: 1
  cpPeakStageDelay_ns: 0.48
  worstSetupStartpointType: "flip-flop"
  r2r-start: "value.outReg[4]$_SDFFE_PP1P_"
  r2r_setup_slack_ns: 0.74
drt:
  postRouteAntennaNets: 0
  drtIter0Drc: 17
  routed_wl_um: 2315
  antenna_cells: 0
  vias_per_cell: 4.126
  dr_total_vias: 916
  drc: 0
  wl_per_cell_um: 10.43
  firstDrtPassIters: 4
placement:
  dp_hpwl_um: 1723
  placed_cell_area_um2: 1854
  dp_slack_ns: 0.2242
  port_buffers: 66
  dp_cells: 214
  routabilityCongestion: 0.6904
layout:
  drive_above_1_share: 0.06322
  regMostFlops: "value.outReg"
  layout.cells.non_filler: 222
  top_regs: "value.outReg: 32 flops"
  post-route-cell-area_um2: 1944
  finalCoreUtilization: 0.5271
  largest_register_ffs: 32
  syn2layout_area_growth_pct: 66.56
min_path:
  min_path_cells: 3
  hp-start: "CE"
  min_path_type: "primary input to flip-flop"
  hold_path_end: "value.outReg[16]$_SDFFE_PP0P_"
floorplan:
  dieArea_um2: 4145
  die_h_um: 64.38
  coreArea_um2: 3689
  io_pins: 67
  row_count: 22
  die_w_um: 64.38
  initial_core_util: 0.3165
run:
  warnings: 25
  maxCapViolations: 0
power:
  finalPower_mw: 1.874
  leakagePower_nw: 0.8297
  max-vdd-ir-drop_mv: 0.5993
  powerDensity_nw_per_um2: 963.9
status:
  status: "finished clean"
==> logic make-up (layout without fill, tap and decap cells) <==
| kind of cell | Yosys count | after routing |
|---|---|---|
| AOI/OAI and AO/OA | 2 | 2 |
| buffers and inverters | 7 | 78 |
| DFF | 32 | 32 |
| muxes | 30 | 30 |
| and+or+nand+nor | 32 | 32 |
==> layout make-up <==
| cell class | count | area (um2) |
|---|---|---|
| Fill cell | 324 | 1744 |
| Timing Repair Buffer | 70 | 710.7 |
| Sequential cell | 32 | 640.6 |
| Multi-Input combinational cell | 64 | 442.9 |
| Clock buffer | 8 | 90.09 |
| Tap cell | 48 | 60.06 |
==> power by group <==
group	total [mW]	leakage (nW)	internal [mW]	switching [mW]
Combinational	0.297	0.520	0.217	0.0801
Clock	0.651	0.0455	0.373	0.278
Sequential	0.926	0.264	0.902	0.0238
Total	1.87	0.830	1.49	0.382
==> worst max path at each step <==
stage            to  slack, ns                           from  depth (start not counted)
CTS           O[14]       0.09  value.outReg[14]$_SDFFE_PP0P_                          1
global route  O[14]       0.05  value.outReg[14]$_SDFFE_PP0P_                          1
finish        O[18]       0.11  value.outReg[18]$_SDFFE_PP0P_                          1
==> tightest hold or removal path: cells and delay by family <==
family                 cells  cell delay, ns
muxes                      1            0.14
and+or+nand+nor            1            0.07
buffers and inverters      1            0.19
==> metal layers <==
layer	wire (um)	part of all wire	vias up
met2	886	0.38	47
met5	0	0	-
met3	254	0.11	2
li1	-	-	478
met4	14	0.0060	0
met1	1159	0.50	389
==> placed cells by master (no fill, tap or decap) <==
cell type | Yosys | routed
buf_12 | 3 | 2
a211o_1 | 2 | 2
nor2_1 | 30 | 30
clkbuf_1 | 2 | 2
dfxtp_1 | 32 | 32
clkbuf_8 | 0 | 6
nor2b_1 | 2 | 2
buf_4 | 0 | 2
clkdlybuf4s50_1 | 0 | 65
mux2i_1 | 30 | 30
buf_2 | 1 | 1
Power is estimated from default activity; no workload was simulated.
