$ cat /design/flow/config.mk
export PLATFORM = sky130hd
export DESIGN_NAME = Register_has_ce_True_has_reset_True_has_async_reset_False_has_async_resetn_False_type_Bits_n_32
export DESIGN_NICKNAME = Register_has_ce_True_has_reset_True_has_async_reset_False_has_async_resetn_False_type_Bits_n_32
export VERILOG_FILES = /design/flow/design.v
export SDC_FILE = /design/flow/constraint.sdc
export NUM_CORES = 4
export LEC_CHECK = 1
export CORE_AREA = 10 10 91 91
export DIE_AREA = 0 0 101 101
$ cat /design/flow/constraint.sdc
current_design Register_has_ce_True_has_reset_True_has_async_reset_False_has_async_resetn_False_type_Bits_n_32

set clk_period 1.1
set clk_io_pct 0.2

create_clock -name clk0 -period $clk_period [get_ports {CLK}]

set non_clock_inputs [all_inputs -no_clocks]
set_input_delay [expr $clk_period * $clk_io_pct] -clock clk0 $non_clock_inputs
set_output_delay [expr $clk_period * $clk_io_pct] -clock clk0 [all_outputs]
$ cat /design/flow/design.v
module coreir_eq #(
    parameter width = 1
) (
    input [width-1:0] in0,
    input [width-1:0] in1,
    output out
);
  assign out = in0 == in1;
endmodule
module coreir_const #(
    parameter width = 1,
    parameter value = 1
) (
    output [width-1:0] out
);
  assign out = value;
endmodule
module corebit_or (
    input in0,
    input in1,
    output out
);
  assign out = in0 | in1;
endmodule
module corebit_not (
    input in,
    output out
);
  assign out = ~in;
endmodule
module corebit_and (
    input in0,
    input in1,
    output out
);
  assign out = in0 & in1;
endmodule
module coreir_reg #(
    parameter width = 1,
    parameter clk_posedge = 1,
    parameter init = 1
) (
    input clk,
    input [width-1:0] in,
    output [width-1:0] out
);
  reg [width-1:0] outReg=init;
  wire real_clk;
  assign real_clk = clk_posedge ? clk : ~clk;
  always @(posedge real_clk) begin
    outReg <= in;
  end
  assign out = outReg;
endmodule
module coreir_term #(
    parameter width = 1
) (
    input [width-1:0] in
);
endmodule
module corebit_undriven (
    output out
);
endmodule
module corebit_term (
    input in
);
endmodule
module Mux2xOutBits32 (
    input [31:0] I0,
    input [31:0] I1,
    input S,
    output [31:0] O
);
wire [31:0] coreir_commonlib_mux2x32_inst0_out;
commonlib_muxn__N2__width32 coreir_commonlib_mux2x32_inst0 (
    .in_data_0(I0),
    .in_data_1(I1),
    .in_sel(S),
    .out(coreir_commonlib_mux2x32_inst0_out)
);
assign O = coreir_commonlib_mux2x32_inst0_out;
endmodule
module commonlib_muxn__N2__width32 (
    input [31:0] in_data_0,
    input [31:0] in_data_1,
    input [0:0] in_sel,
    output [31:0] out
);
wire [31:0] _join_out;
coreir_mux #(
    .width(32)
) _join (
    .in0(in_data_0),
    .in1(in_data_1),
    .sel(in_sel[0]),
    .out(_join_out)
);
assign out = _join_out;
endmodule
module coreir_mux #(
    parameter width = 1
) (
    input [width-1:0] in0,
    input [width-1:0] in1,
    input sel,
    output [width-1:0] out
);
  assign out = sel ? in1 : in0;
endmodule
module Register_has_ce_True_has_reset_True_has_async_reset_False_has_async_resetn_False_type_Bits_n_32 (
    input [31:0] I,
    output [31:0] O,
    input CLK,
    input CE,
    input RESET
);
wire [31:0] Mux2xOutBits32_inst0_O;
wire [31:0] const_1_32_out;
wire [31:0] enable_mux_O;
wire [31:0] value_out;
Mux2xOutBits32 Mux2xOutBits32_inst0 (
    .I0(enable_mux_O),
    .I1(const_1_32_out),
    .S(RESET),
    .O(Mux2xOutBits32_inst0_O)
);
coreir_const #(
    .value('h00000001),
    .width(32)
) const_1_32 (
    .out(const_1_32_out)
);
Mux2xOutBits32 enable_mux (
    .I0(value_out),
    .I1(I),
    .S(CE),
    .O(enable_mux_O)
);
coreir_reg #(
    .clk_posedge(1'b1),
    .init('h00000001),
    .width(32)
) value (
    .clk(CLK),
    .in(Mux2xOutBits32_inst0_O),
    .out(value_out)
);
assign O = value_out;
endmodule
$ cat /design/flow/run.sh
#!/bin/bash
# OpenROAD 26Q1-2900-gdf79404cd8, Yosys 0.63+post, stock flow scripts
make -C /OpenROAD-flow-scripts/flow DESIGN_CONFIG=/design/flow/config.mk WORK_HOME=/design/flow/orfs finish
==> changes_impl.md <==
### Changed

- Status: complete, no violations
- Fill cells: 635
- Hold Vio Cnt, Final: 0
- Die Area: 0.0102 mm^2
- Flops & latches, synth: 32
- Switching part of the total: 0.214
- Max VDD drop: about 0.45 mV
- Synth-to-Final Area Change: 72.0%
- Latency at later pin: 0.27 ns
- Iter 0 DRT Violations: 39
- Clk sinks: 32
- Clk buf depth: 2
- Root Buffer: clkbuf_8
- Drt drc: 0
- Num CTS Buffers: 5
- Part of the power in the clock network: 0.372
- Synth Cell Area: 0.00117 mm^2
- Critical path, cell by cell: dlygate4sd2_1
- Post-synth area hogs: dfxtp_1 55%, mux2i_1 27%, nor2_1 10%, buf_12 5.2%, buf_6 0.97%
- Max FFs per register: 32
- Total track usage: 0.0603
- Biggest register: value.outReg
- I/O pins: 67
- Via density: 3.76
- Chip Area, Yosys: roughly 0.0012 mm^2
- Vias in the first global route: 964
- PortBufs: 66
- RSZ-0062 raised after global routing: no
- Logic area: 442 um^2
- Antenna diodes: 0
- Power Density: 1310 mW/mm^2
- Seq share, synth: 0.549
- Core Rows: 29
- Worst reg2reg setup slack: 0.34 ns
- Fin crit period: 1.05 ns
- Power Total: 2620 uW
- Fmax: 949 MHz
- Crit end category: primary output
- Largest net degree at the start of global routing: 21
- Hold WC Path Type: primary input to flip-flop
- Worst-Margin Slew: about 0.15 ns
- Synth Area per Inst: between 10 and 15 um^2
- Critical path arrival: between 0.8 and 0.9 ns
- Bufs and invs on worst path: 1
- Area leader, netlist: dfxtp_1
- WHS: 0.407 ns
- WL per Instance: 12.8 um
- DRT Pass-1 Iters: 4
- Worst Path Required: 0.88 ns
- Worst Clk Skew: 0 ns
- Post-CTS setup buffers: 0
- Ys cells: 103
- Log Warnings: 25
- Reg clk slew, reported paths: 0.06 ns
- Total number of vias: 941
- Layout cells sized above 1: 0.254
- TritonCTS clock tree: done
- CP peak stage delay: 0.32 ns
- DP Wirelength: 2440 um
- Slowest CP cell: dfxtp_2
- Cell Int Power: ~2100 uW
- ANT nets after route: 0
- Top delay family on crit path: flip-flops
- Path type of the worst setup path: flip-flop to primary output
- Final setup violation count: 0
- Slew margin rel.: 0.895
- Max Cap Violations: 0
- Die height: 101 um
- Routability cong.: 0.674
- Largest regs: value.outReg (32)
- Die X: approximately 100 um
- Cycle use final: 0.958
- Static leakage: 0.000949 uW
- Slew Limit Fails: 0
- Combinational share of power: 0.143
- Global-route wire length before repair: between 5000 and 6000 um
- Register area: around 680 um^2
- Net switching power: 562 uW
- Setup crit start kind: flip-flop
- Core area: 0.00635 mm^2
- Initial antenna violation count: 0
- Sequential share of power: 0.486
- H-tree depth: 2
- Gr ovfl total: 0
- Post-Synthesis Cells: 103
- Netlist cell types: 9
- Top cell area share: 0.549
- Synth Warn #: 1
- Final wirelength: 3190 um
- FP Core Util: 0.184
- Crit path max fanout: 2
==> routing by layer <==
metal	global-route usage	wire length, um	vias to the layer above
li1	-	-	474
met1	0.0776	1430	423
met2	0.0894	1380	39
met3	0.0326	333	5
met4	0.00857	48	0
met5	0	0	-
==> synth_stat cells <==
master	number
buf_6	1
clkbuf_1	2
nor2b_1	1
buf_2	1
a211o_1	1
nor2_1	31
buf_12	3
mux2i_1	31
dfxtp_1	32
==> area by class of cell <==
cell class                      count  area share
Timing Repair Buffer               70       0.344
Tap cell                           77      0.0480
Multi-Input combinational cell     64       0.220
Clock buffer                        7      0.0480
Sequential cell                    32       0.339
==> cells in the final DEF (no fill, tap or decap) <==
master and instances:
a211o_1 1, buf_2 1, buf_4 1, nor2_1 31, clkbuf_8 7, mux2i_1 31, clkdlybuf4s15_1 6, clkdlybuf4s50_1 33
dlygate4sd2_1 26, dfxtp_2 32, nor2b_1 1, buf_12 3
==> logic make-up (layout without fill, tap and decap cells) <==
| group | Yosys count | in the layout | synth area share |
|---|---|---|---|
| flops | 32 | 32 | 0.549 |
| simple gates | 32 | 32 | 0.105 |
| mux | 31 | 31 | 0.266 |
| buf+inv | 7 | 77 | 0.0719 |
| compound gates | 1 | 1 | 0.00751 |
==> power groups by stage <==
stage         registers, uW  logic, uW  clock network, uW
finish                 1270        374                974
global route           1280        413               1090
CTS                    1270        382               1020
==> worst paths after layout <==
| path | endpoint | depth (start not counted) | startpoint |
|---|---|---|---|
| worst max-delay path | O[5] | 1 | value.outReg[5]$_SDFFE_PP0P_ |
| worst max register to register | value.outReg[0]$_SDFFE_PP1P_ | 2 | value.outReg[0]$_SDFFE_PP1P_ |
| worst min-delay path | value.outReg[0]$_SDFFE_PP1P_ | 3 | CE |
| worst min register to register | value.outReg[26]$_SDFFE_PP0P_ | 2 | value.outReg[26]$_SDFFE_PP0P_ |
==> repair_timing <==
action                     CTS  global route
setup endpoints to repair   32             6
hold buffers                 0             0
gates resized               64             6
==> through the flow <==
step / utilization / cell area (um^2) / instances / setup TNS (ns) / setup WS [ns]
floorplan: - / 1170 / 103 / 0 / 0.263
global placement: 0.300 / 1900 / 243 / -0.961 / -0.0487
detailed placement: 0.300 / 1900 / 243 / -1.17 / -0.0596
CTS: 0.315 / 2000 / 250 / 0 / 0.0161
global route: 0.316 / 2010 / 250 / 0 / 0.00172
finish: 0.316 / 2010 / 250 / 0 / 0.0465
Power figures rest on the tool's default switching activity, not on a simulated workload.
